## flow/run.sh

```bash
#!/bin/bash
# OpenROAD 26Q1-2900-gdf79404cd8, Yosys 0.63+post, stock flow scripts
make -C /OpenROAD-flow-scripts/flow DESIGN_CONFIG=/design/flow/config.mk WORK_HOME=/design/flow/orfs finish
```

## flow/config.mk

```make
export PLATFORM = sky130hd
export DESIGN_NAME = fmeter
export DESIGN_NICKNAME = fmeter
export VERILOG_FILES = /design/flow/design.v
export SDC_FILE = /design/flow/constraint.sdc
export NUM_CORES = 4
export LEC_CHECK = 1
export CORE_UTILIZATION = 30
```

## flow/constraint.sdc

```tcl
current_design fmeter

set clk_period 9.0
set clk_io_pct 0.2

create_clock -name clk0 -period $clk_period [get_ports {CLK100MHz}]

set non_clock_inputs [all_inputs -no_clocks]
set_input_delay [expr $clk_period * $clk_io_pct] -clock clk0 $non_clock_inputs
set_output_delay [expr $clk_period * $clk_io_pct] -clock clk0 [all_outputs]
```

## flow/design.v

```verilog
`timescale 1ns / 1ps
module fmeter(
	CLK100MHz,
	FREQIN,
	TXD,
	LED1,
	LED2
);
input	CLK100MHz;
input   FREQIN;
output  TXD;
output	LED1;
output	LED2;
reg [1:0]	r_fin;
reg		r_LED1;
reg		r_LED2;
reg		r_txd;
reg	[11:0]	presc_uart;
reg	[27:0]	prescaler;
reg	[3:0]	frequency [0:7];
reg 	[100:0] bitresult;
parameter	PRESCR = 99999999;
parameter 	BAUDRATE = 1735;  
assign LED1 = r_LED1;
assign LED2 = r_txd;
assign TXD = r_txd;
always @ (posedge CLK100MHz) begin 
	if (prescaler == PRESCR) begin
		prescaler <= 0;
		bitresult[0] <= 0;
		bitresult[4:1] <= frequency[7];
		bitresult[8:5] <= 3;
		bitresult[10] <= 0;
		bitresult[14:11] <= frequency[6];
		bitresult[18:15] <= 3;
		bitresult[20] <= 0;
		bitresult[24:21] <= frequency[5];
		bitresult[28:25] <= 3;
		bitresult[30] <= 0;
		bitresult[34:31] <= frequency[4];
		bitresult[38:35] <= 3;
		bitresult[40] <= 0;
		bitresult[44:41] <= frequency[3];
		bitresult[48:45] <= 3;
		bitresult[50] <= 0;
		bitresult[54:51] <= frequency[2];
		bitresult[58:55] <= 3;
		bitresult[60] <= 0;
		bitresult[64:61] <= frequency[1];
		bitresult[68:65] <= 3;
		bitresult[70] <= 0;
		bitresult[74:71] <= frequency[0];
		bitresult[78:75] <= 3;
		bitresult[80] <= 0;
		bitresult[84:81] <= 4'b1101;
		bitresult[88:85] <= 0;
		bitresult[90] <= 0;
		bitresult[94:91] <= 4'b1010;
		bitresult[98:95] <= 0;	
		frequency[0] <= 0;
		frequency[1] <= 0;
		frequency[2] <= 0;
		frequency[3] <= 0;
		frequency[4] <= 0;
		frequency[5] <= 0;
		frequency[6] <= 0;
		frequency[7] <= 0;
		r_LED1 <= !r_LED1;		
	end else prescaler <= prescaler + 1;
	if (presc_uart == BAUDRATE) begin
		presc_uart <= 0;
		r_txd <= bitresult[0];
		bitresult <= bitresult >> 1;
		bitresult[100] <= 1;
		end else presc_uart <= presc_uart + 1;
		r_fin <= r_fin >> 1;
		r_fin[1] <= FREQIN;
		if (r_fin == 2'b10) begin
		frequency[0] <= frequency[0] + 1;
		if (frequency[0] == 9) begin
			frequency[0] <= 0;
			frequency[1] <= frequency[1] + 1;
			if (frequency[1] == 9) begin
				frequency[1] <= 0;
				frequency[2] <= frequency[2] + 1;
				if (frequency[2] == 9) begin
					frequency[2] <= 0;
					frequency[3] <= frequency[3] + 1;
					if (frequency[3] == 9) begin
						frequency[3] <= 0;
						frequency[4] <= frequency[4] + 1;
						if (frequency[4] == 9) begin
							frequency[4] <= 0;
							frequency[5] <= frequency[5] + 1;
							if (frequency[5] == 9) begin
								frequency[5] <= 0;
								frequency[6] <= frequency[6] + 1;
								if (frequency[6] == 9) begin
								frequency[6] <= 0;
								frequency[7] <= frequency[7] + 1;
								end
							end
						end
					end
				end
			end
		end
	end
end
endmodule
```

==> flow_summary.toml <==
# synthesis and place-and-route metrics
[synthesis]
synthAdderAreaFrac = 0.00870
seq_area_frac_synth = 0.634
edf_count = 105
ys.flop_type = "edfxtp_1"
synthTopLogicFamily = "simple AND/OR/NAND/NOR gates"
ys_sh_mux = 0.0186
synth_area_sq_mm = 0.00719
xor_area_frac = 0.0402
postSynthAreaPerCell_sq_um = 11.2
ys_cells = 643
ys_chip_area_sq_mm = 0.00719
ys_sh_aoi = 0.0505
ys_warn_count = 2
ys_sh_simple = 0.224
async_reset_ff_frac = 0
synthCells = 643
synth_cell_types = 51
ys.flops = 175

[cts]
cts_buffer_depth = 2
cts_buffers = 17
cts_resized = 0
post_cts_buffers = 0
cts_num_sinks = 175
cts_root_buf = "clkbuf_16"
cts_tree = "yes"
clk_pin_slew_ns = 0.07
htree_levels = 4
cts_hold_buffers = 0
worstSkewPairLatency_ns = 0.41

[worst_setup_path]
cpMostUsedCell = "or3_1"
path_cells = "ha_1 > nand2_1 > or3_1 > or3_1 > nand2_4 > buf_4"
path_buffers = 1
critPathTopFamily = "simple AND/OR/NAND/NOR gates"
cp-start-kind = "register"
cp.arrival_ns = 3.58
cp_data_required_time_ns = 9.04
worst-path-max-fanout = 55
r2r_slack_ns = 5.46
critPathKind = "reg -> reg"
crit_path_max_incr_delay_ns = 0.72
endpoint_kind = "register"
crit_slowest_cell = "or3_1"

[final_layout]
syn2layout_area_growth_pct = 13.9
layout_top_cells = "nand2_1, edfxtp_1, dfxtp_1"
comb_area_sq_mm = 0.00247
fillers = 2272
drive_above_1_share = 0.0696
final-instance-count-excl-fill = 980
regArea_sq_mm = 0.00455
lay_top_count = "nand2_1"

[floorplanning]
die_h_um = 157
die_w_um = 157
placementRows = 56
dieArea_sq_mm = 0.0246
core_area_sq_mm = 0.0235
fp_util = 0.306
ios = 5

[global_route]
grt_use_total = 0.100
antenna_found_initial = 0
grt_pass1_vias = 3887
grt_max_degree = 59
grt_pass1_wl_um = 19100
overflow = 0

[detailed_routing]
vias = 4295
ant_nets = 0
n_antenna_cell = 0
viasPerCell = 4.38
remaining_drc_errors = 0
wire_per_inst_um = 11.5
drt-initial-drc-count = 337
wirelength_um = 11300
dr.pass1.iters = 4

[sta]
fin_crit_ns = 3.54
setup_viol = 0
fmax_mhz = 282
tightest_slew_ns = 0.794
fin_tns_setup_ns = 0
maxSlewHeadroom = 0.470
clock_skew_ns = 0.00963
fin_crit_sh = 0.393
finalHoldViolations = 0
slew_viol_final = 0
rsz0062_at_grt = "false"

[flow_run]
tool_warnings = 26
cap_violations = 0

[pwr]
ir_drop_v = 0.000130
power.leakage_uw = 0.00286
power_density_mw_per_mm2 = 196

[placed_design]
placedCellCount = 948
dp_hpwl_um = 6620
globalplace.congestion = 0.799
port_buffers = 4

[min_path]
worstHoldPathType = "reg -> reg"

[outcome]
status = "finished clean"
==> worst paths after layout <==
| path | end | start | depth (start not counted) |
|---|---|---|---|
| setup / recovery | bitresult[27] | prescaler[0] | 6 |
| hold / removal | r_fin[0] | r_fin[1] | 0 |
| setup reg to reg | bitresult[27] | prescaler[0] | 6 |
| hold reg to reg | r_fin[0] | r_fin[1] | 0 |
==> flip-flops by register name, indices dropped and copies added (netlist names) <==
register / count
r_fin: 2
bitresult: 99
r_LED1: 1
presc_uart: 12
frequency: 32
r_txd: 1
prescaler: 28
==> power by group <==
part,total [uW],internal [uW],switching (uW)
Sequential,841,840,0.849
Combinational,2.22,1.15,1.07
Clock,758,463,295
==> metal layers <==
metal | vias to the layer above | track usage | share of wire
li1 | 2272 | - | -
met5 | - | 0 | 0
met2 | 59 | 0.132 | 0.40
met4 | 0 | 0.00934 | 0.0073
met3 | 4 | 0.0313 | 0.045
met1 | 1960 | 0.172 | 0.55
==> stage by stage <==
stage | hold slack [ns] | instance area (sq um) | utilization | total power (uW) | worst slack [ns]
floorplan | 0.355 | 7190 | - | 860 | 4.80
global placement | 0.385 | 7570 | 0.322 | 861 | 5.56
detailed placement | 0.386 | 7570 | 0.322 | 861 | 5.48
CTS | 0.396 | 8190 | 0.349 | 1620 | 5.45
global route | 0.409 | 8190 | 0.349 | 1660 | 5.23
finish | 0.392 | 8190 | 0.349 | 1600 | 5.46
==> cell families after synthesis <==
logic type,count (synthesis)
multiplexers,13
AND-OR/OR-AND,60
flip-flops,175
AND/OR/NAND/NOR,319
buffers and inverters,38
XOR/XNOR,33
adder cells (fa/ha/maj),5
==> Yosys cell counts, types with 2 or more instances <==
library cell | number | area (sq um)
a22oi_1 | 6 | 45.0
nand2_1 | 116 | 435
nor4bb_1 | 5 | 50.1
edfxtp_1 | 105 | 3150
o2111ai_1 | 2 | 17.5
ha_1 | 5 | 62.6
or3_1 | 8 | 50.1
clkbuf_1 | 16 | 60.1
nor4_1 | 8 | 50.1
nor2b_1 | 3 | 18.8
a31oi_1 | 3 | 18.8
mux2_2 | 3 | 33.8
and2_1 | 40 | 250
nand2b_1 | 24 | 150
buf_2 | 4 | 20.0
and3_1 | 5 | 31.3
nand3_1 | 43 | 215
o22ai_1 | 2 | 12.5
nand4_1 | 12 | 75.1
a21oi_1 | 5 | 25.0
inv_1 | 14 | 52.6
xnor2_1 | 11 | 96.3
a22o_1 | 2 | 17.5
nor3_1 | 3 | 15.0
dfxtp_1 | 70 | 1400
nor2_1 | 38 | 143
and4bb_2 | 2 | 25.0
mux2i_1 | 10 | 100
o21ai_0 | 33 | 165
and4_1 | 2 | 17.5
xor2_1 | 22 | 193
nor4b_1 | 2 | 17.5
==> cell type report <==
cell class                      count  share of cell area
Multi-Input combinational cell    430               0.301
Clock buffer                       17              0.0520
Timing Repair Buffer                9             0.00948
Sequential cell                   175               0.556
Inverter                           15             0.00856
Clock inverter                     15              0.0235
Tap cell                          319              0.0488
No activity file was given, so power comes from the tool's default toggle rates.
